### flow/config.mk
export PLATFORM = sky130hd
export DESIGN_NAME = input_sync
export DESIGN_NICKNAME = input_sync
export VERILOG_FILES = /design/flow/design.v
export SDC_FILE = /design/flow/constraint.sdc
export NUM_CORES = 4
export LEC_CHECK = 1
export CORE_AREA = 10 10 95 95
export DIE_AREA = 0 0 105 105
### flow/constraint.sdc
current_design input_sync

set clk_period 1.3
set clk_io_pct 0.2

create_clock -name clk0 -period $clk_period [get_ports {clk}]

set non_clock_inputs [all_inputs -no_clocks]
set_input_delay [expr $clk_period * $clk_io_pct] -clock clk0 $non_clock_inputs
set_output_delay [expr $clk_period * $clk_io_pct] -clock clk0 [all_outputs]
### flow/design.v
module input_sync (
    input wire clk,              
    input wire btn_raw,          
    input wire [8:0] sw_raw,     
    output reg btn_clean,        
    output reg [8:0] sw_clean    
);
    reg [2:0] btn_shift;
    always @(posedge clk) begin
        btn_shift <= {btn_shift[1:0], btn_raw};
        if (btn_shift == 3'b111)
            btn_clean <= 1'b1;
        else if (btn_shift == 3'b000)
            btn_clean <= 1'b0;
    end
    integer i;
    reg [2:0] sw_shift [8:0];  
    always @(posedge clk) begin
        for (i = 0; i < 9; i = i + 1) begin
            sw_shift[i] <= {sw_shift[i][1:0], sw_raw[i]};
            if (sw_shift[i] == 3'b111)
                sw_clean[i] <= 1'b1;
            else if (sw_shift[i] == 3'b000)
                sw_clean[i] <= 1'b0;
        end
    end
endmodule
### flow/run.sh
#!/bin/bash
# OpenROAD 26Q1-2900-gdf79404cd8, Yosys 0.63+post, stock flow scripts
make -C /OpenROAD-flow-scripts/flow DESIGN_CONFIG=/design/flow/config.mk WORK_HOME=/design/flow/orfs finish
==> flow_summary.yaml <==
# physical design summary
status:
  status: "completed"
timing:
  rsz0062_at_grt: "no"
  holdWs_ns: 0.351
  fmax_ghz: 0.914
  finalSetupViolCount: 0
  fin_worst_skew_ns: 0.00266
  finalClockPeriodUsage_pct: 84.2
  fin_setup_tns_ns: 0
  final-hold-violation-count: 0
  layout_min_cycle_time_ns: 1.09
  drv_slew: 0
  setup_ws_ns: 0.205
  worst_pin_slew_ns: 0.115
  max_slew_margin_pct: 92.3
setup_path:
  path_cells: "dlygate4sd2_1"
  crit_path_start_kind: "register"
  ff2ff_path_depth: 3
  crit_buf_inv: 1
  worstPathArrival_ns: 0.83
  critical_path.top_delay_family: "flip-flops"
  worstSetupEndpointType: "output pin"
  max_stage_delay_ns: 0.32
  r2r_setup_slack_ns: 0.56
  crit_path_max_fanout: 2
  crit_required_ns: 1.04
  critPathKind: "reg -> out"
  reg2reg_from: "sw_clean[3]"
  reg2reg_to: "sw_clean[3]"
  critPathSlowestCell: "dfxtp_2"
power_and_ir_drop:
  comb_power_share_pct: 8.0
  powerDensity_mw_per_mm2: 1610
  power_mw: 2.38
  ir_worst_vdd_uv: 673
  p_int_mw: 1.89
  clkPwrFrac_pct: 34.6
  power_frac_seq_pct: 57.4
  p_sw_mw: 0.484
  leakage_nw: 0.599
  swShare_pct: 20.4
route:
  drc: 0
  wirelength_um: 1630
  n_antenna_cell: 0
  drt.antenna.violating_nets: 0
  first_pass_iters: 5
  viasPerCell: 2.88
  via_count: 616
  first_iter_violations: 12
  wl_per_cell_um: 7.59
synthesis:
  syn_avg_cell_area_um2: 12.4
  area_leaders: "dfxtp_1 (81%), o21ai_1 (10%), a21oi_1 (5.1%)"
  yosysWarnings: 2
  seq_area_frac_synth_pct: 81.0
  ys.flops: 40
  synth_cells: 80
  yosysCellCount: 80
  top_cell_area_share_pct: 81.0
  netlist_area_um2: 988
  yosysChipArea_um2: 988
  ys_types: 4
  yosysTopAreaCell: "dfxtp_1"
clock_tree:
  clk_path_buf_depth: 2
  clock-sinks: 40
  clk_pin_slew_ns: 0.07
  cts_tree: "built"
  cts_buffers: 5
  clock_latency_ns: 0.28
  cts_root_buf: "clkbuf_8"
  htreeDepth: 2
die:
  core_mm2: 0.00691
  die_w_um: 105
  die_h_um: 105
  die_area_mm2: 0.0110
  rows: 30
  initial_core_util_pct: 14.3
  io_pins: 21
place:
  portBuffers: 20
  post-place-ws_ns: 0.209
  gp_congestion: 0.621
  place_area_mm2: 0.00131
  hpwl_um: 1160
hold_path:
  hold_class: "reg -> reg"
  worstHoldStart: "btn_shift[1]"
  min_path_cells: 0
  holdPathEnd: "btn_shift[2]"
grt:
  grt_pass1_wl_um: 2870
  grt.overflow.total: 0
  grt_usage_pct: 3.11
  antenna_found_initial: 0
  grt_max_degree: 12
  grt_pass1_vias: 668
layout:
  finish.instance_area_mm2: 0.00147
  area.growth.synth_to_final_pct: 49.1
  final_layout_size_suffix_gt1_share_pct: 22.0
flow_run:
  warnings: 25
  maxCapViolCount: 0
-- registers in the layout (all words and copies together) (netlist names) --
name,count
sw_shift,27
sw_clean,9
btn_shift,3
btn_clean,1
-- how the worst max path moves through the flow --
stage,cells after the start,start,end
after CTS,1,sw_clean[6],sw_clean[6]
after global routing,1,sw_clean[2],sw_clean[2]
final,1,sw_clean[3],sw_clean[3]
-- logic make-up after synthesis --
kind of cell           count (synthesis)  share of synthesized area [%]
buffers and inverters                 10                           3.80
AOI/OAI and AO/OA                     30                           15.2
DFF                                   40                           81.0
-- power by group through the flow --
stage	sequential, mW	combinational [mW]	clock [mW]
CTS	1.36	0.195	0.878
global route	1.38	0.217	0.923
finish	1.36	0.189	0.822
-- synth_stat cells, drive strengths merged --
library cell	instances
o21ai	20
dfxtp	40
inv	10
a21oi	10
-- cell type report --
type / count / area [um2]
clock buffers: 8 / 90.1
fillers: 758 / 5430
inverters: 10 / 37.5
multi-input cells: 30 / 150
flip-flops and latches: 40 / 813
well taps: 96 / 120
repair buffers: 30 / 263
-- per-layer routing --
layer  global-route usage [%]  wire length, um
met3                     1.74              129
met1                     3.55              761
met5                        0                0
met2                     4.94              686
met4                    0.784               48
-- metrics by stage --
stage,utilization (%),cells
2_1_floorplan,-,80
3_3_place_gp,18.9,196
3_5_place_dp,18.9,196
4_1_cts,21.3,214
5_1_grt,21.3,214
6_report,21.3,214
-- cells in the final DEF (no fill, tap or decap) --
cell             instances
a21oi_1                 10
buf_4                   10
clkbuf_1                 2
clkbuf_8                 6
clkdlybuf4s50_1         10
dfxtp_1                 30
dfxtp_2                 10
dlygate4sd2_1           10
inv_1                   10
o21ai_1                 20
-- timing repair --
item / in CTS / in global routing
gates resized: 20 / 0
hold buffers: 0 / 0
buffers inserted: 10 / 0
setup endpoints to repair: 10 / 0
Power figures rest on the tool's default switching activity, not on a simulated workload.
