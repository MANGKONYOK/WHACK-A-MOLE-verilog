**/design/flow/design.v**
```verilog
module clk_divider (
    input wire clk_in,           
    output reg clk_1kHz,         
    output reg clk_1Hz           
);
    reg [16:0] count_1kHz;
    localparam DIV_1KHZ = 50000;
    always @(posedge clk_in) begin
        if (count_1kHz == DIV_1KHZ - 1) begin
            count_1kHz <= 0;
            clk_1kHz <= ~clk_1kHz;
        end else begin
            count_1kHz <= count_1kHz + 1;
        end
    end
    reg [26:0] count_1Hz;
    localparam DIV_1HZ = 50000000;
    always @(posedge clk_in) begin
        if (count_1Hz == DIV_1HZ - 1) begin
            count_1Hz <= 0;
            clk_1Hz <= ~clk_1Hz;
        end else begin
            count_1Hz <= count_1Hz + 1;
        end
    end
    initial begin
        clk_1kHz = 0;
        clk_1Hz = 0;
        count_1kHz = 0;
        count_1Hz = 0;
    end
endmodule
```
**/design/flow/run.sh**
```bash
#!/bin/bash
# OpenROAD 26Q1-2900-gdf79404cd8, Yosys 0.63+post, stock flow scripts
make -C /OpenROAD-flow-scripts/flow DESIGN_CONFIG=/design/flow/config.mk WORK_HOME=/design/flow/orfs finish
```
**/design/flow/config.mk**
```make
export PLATFORM = sky130hd
export DESIGN_NAME = clk_divider
export DESIGN_NICKNAME = clk_divider
export VERILOG_FILES = /design/flow/design.v
export SDC_FILE = /design/flow/constraint.sdc
export NUM_CORES = 4
export LEC_CHECK = 1
export CORE_AREA = 10 10 112 112
export DIE_AREA = 0 0 122 122
```
**/design/flow/constraint.sdc**
```tcl
current_design clk_divider

set clk_period 4.2
set clk_io_pct 0.2

create_clock -name clk0 -period $clk_period [get_ports {clk_in}]

set non_clock_inputs [all_inputs -no_clocks]
set_input_delay [expr $clk_period * $clk_io_pct] -clock clk0 $non_clock_inputs
set_output_delay [expr $clk_period * $clk_io_pct] -clock clk0 [all_outputs]
```
==> flow_metrics.py <==
# Metrics from the implementation run
metrics = {
    "setup_path": {
        "crit_path_end_kind": "flip-flop",
        "critPathMaxFanout": 17,
        "worstPathArrival_ns": 2.20,
        "critPathLaunchType": "flip-flop",
        "critPathMaxStageDelay_ns": 0.85,
        "path_buffers": 0,
        "ff2ff_path_depth": 4,
        "reg2reg_to": "clk_1Hz",
        "critPathKind": "reg -> reg",
        "worstPathCellList": "ha_1 > and3_1 > nand2_2 > nor4_4",
        "reg2reg_from": "count_1Hz[0]",
        "cp.depth": 4,
        "cp.required_ns": 4.12,
        "cp-endpoint": "clk_1Hz",
        "critPathLaunch": "count_1Hz[0]",
        "crit_slowest_cell": "nor4_4",
        "critical-path-top-delay-family": "simple AND/OR/NAND/NOR gates",
        "r2r_slack_ns": 1.92,
    },
    "detailed_routing": {
        "num_antenna_cells": 0,
        "wl_per_cell_um": 9.01,
        "routed_wl_um": 3150,
        "via_count": 1434,
        "drc_errors": 0,
        "drtIter0Drc": 126,
        "drt-pass1-iter-count": 4,
        "ant_nets": 0,
        "routed_via_density": 4.11,
    },
    "sta": {
        "period_used_pct": 54.2,
        "finalSetupViolCount": 0,
        "min_period_ns": 2.28,
        "rsz0062_at_grt": "false",
        "fin_skew_ns": 0.00542,
        "hold_ws_ns": 0.467,
        "hold_viol_final": 0,
        "final-max-slew-violation-count": 0,
        "finalSetupTns_ns": 0,
        "tightest_slew_ns": 0.940,
        "max_freq_mhz": 439,
        "max_slew_margin_pct": 36.9,
    },
    "power": {
        "p_per_area_nw_per_um2": 334,
        "switching_power_uw": 137,
        "leakage_uw": 0.000883,
        "p_sw_share_pct": 18.3,
        "internal_power_uw": 613,
        "p_seq_share_pct": 58.4,
        "ir_drop_mv": 0.173,
        "combinationalPowerShare_pct": 0,
        "pwr-share-clk_pct": 41.6,
    },
    "run": {
        "max-cap-violations": 0,
        "warnings": 25,
    },
    "place": {
        "gp_congestion": 0.850,
        "dp_hpwl_um": 2210,
        "numPortBuffers": 2,
    },
    "synth": {
        "synth_seq_share_pct": 47.6,
        "syn_area_per_cell_um2": 9.50,
        "yosys_area_um2": 1980,
        "async_flop_share_pct": 0,
        "synthFlopType": "dfxtp_1",
        "synth.distinct_cells": 33,
        "largest_area_cell": "dfxtp_1",
        "synth_flops": 46,
        "synth_area_um2": 1980,
        "ys_cells": 208,
        "ys_warn_count": 1,
        "syn_inst": 208,
        "netlist.area_leader.share_pct": 44.6,
        "topCellsByArea": "dfxtp_1 (45%), xor2_1 (8.4%), xnor2_1 (5.3%)",
        "synth-edff-count": 2,
    },
    "floorplanning": {
        "fp_util_pct": 19.3,
        "die_area_um2": 14900,
        "die_h_um": 122,
        "core_um2": 10200,
        "rows": 37,
        "io_pins": 3,
        "die_w_um": 122,
    },
    "global_route": {
        "overflow": 0,
        "grt_pass1_wl_um": 5530,
        "grt_pass1_vias": 1293,
        "grt_max_degree": 18,
        "groute.usage.overall_pct": 4.26,
        "antenna_found_initial": 0,
    },
    "layout": {
        "areaGrowthSynthToFinish_pct": 13.5,
        "nFillCells": 1070,
        "drive_above_1_share_pct": 7.04,
    },
    "clocking": {
        "ctsResizeCount": 0,
        "insertion_delay_ns": 0.29,
        "path_clk_slew_ns": 0.08,
        "tritoncts": "built",
        "cts_buffer_depth": 2,
        "cts_buffers": 5,
        "clock-sinks": 46,
        "cts_htree_levels": 2,
        "cts.hold.buffers_added": 0,
        "cts_setup_buffers": 0,
        "cts-root-buf": "clkbuf_8",
    },
    "status": {
        "status": "finished, final reports clean",
    },
    "worst_hold_path": {
        "hp-class": "reg -> reg",
    },
}
==> power groups by stage <==
stage     Clock (uW)  Sequential (uW)  Combinational, uW
5_1_grt          346              438           0.000448
6_report         312              438           0.000448
4_1_cts          327              438           0.000448
==> sequential cells by signal, summed over array words and instances, names as in the netlist <==
name	count
count_1Hz	27
clk_1Hz	1
count_1kHz	17
clk_1kHz	1
==> synthesized netlist by cell type, types with 2 or more instances <==
library cell and instances:
a21oi_1 9, and2_1 2, and3_1 8, and4_1 4, clkbuf_1 2, dfxtp_1 44
edfxtp_1 2, ha_1 2, inv_1 2, nand2_1 15, nand3_1 16, nand4_1 10
nor2_1 20, nor2b_1 2, nor3_1 4, nor4_1 6, o21ai_0 4, o31ai_1 5
or3_1 4, or4_1 5, xnor2_1 12, xor2_1 19
==> layout by cell type, fill, tap and decap left out <==
master            n
or4b_4            1
nor3_1            4
nor4_4            1
clkinv_2          2
and2_1            2
and4_2            1
xor2_1           19
nand3_1          16
xnor2_1          12
dfxtp_1          44
nand2_2           1
nand4_2           1
nor3_2            1
or3_1             4
edfxtp_1          2
nand3_2           1
nor4_1            6
ha_1              2
clkbuf_8          5
or4_1             5
inv_1             2
and3_1            8
o21ai_0           4
nor2_1           20
nand4_1          10
nand2_1          15
nor4bb_1          1
nor2b_1           2
clkdlybuf4s50_1   2
bufinv_16         1
o31ai_1           5
and4_1            4
a21oi_1           9
==> final cells by class <==
class / count / area, um^2 / area share [%]
Multi-Input combinational cell: 155 / 997 / 44.4
Sequential cell: 46 / 941 / 41.9
Tap cell: 136 / 170 / 7.58
Clock buffer: 5 / 68.8 / 3.07
Clock inverter: 3 / 40.0 / 1.78
Timing Repair Buffer: 2 / 20.0 / 0.892
Inverter: 2 / 7.51 / 0.334
==> metrics by stage <==
stage	util, %	setup slack [ns]	cells	power (uW)	area, um^2
after floorplan	-	2.37	208	449	1980
after global placement	20.9	2.01	341	449	2140
after detailed placement	20.9	1.95	341	449	2140
after CTS	21.9	1.95	349	765	2240
after global routing	21.9	1.75	349	785	2240
final	21.9	1.92	349	750	2240
==> per-layer routing <==
metal,global-route usage (%),vias up,wire length [um]
met5,0,-,0
met4,1.19,0,96
met3,0.469,9,70
met2,6.93,15,1400
met1,5.88,649,1580
li1,-,761,-
==> worst min path at each step <==
stage	start	end	slack, ns	depth (start not counted)
after CTS	count_1kHz[16]	count_1kHz[16]	0.47	1
after global routing	count_1kHz[16]	count_1kHz[16]	0.48	1
final	count_1kHz[16]	count_1kHz[16]	0.47	1
==> logic make-up (layout without fill, tap and decap cells) <==
group,Yosys count,in the layout,share of synthesized area [%]
compound gates,18,18,5.19
buf+inv,7,12,1.96
flops,46,46,47.6
simple gates,104,104,30.3
fa+ha+maj,2,2,1.27
xor+xnor,31,31,13.7
Power figures rest on the tool's default switching activity, not on a simulated workload.
