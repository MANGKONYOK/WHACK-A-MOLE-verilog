### flow/config.mk
export PLATFORM = sky130hd
export DESIGN_NAME = seven_seg
export DESIGN_NICKNAME = seven_seg
export VERILOG_FILES = /design/flow/design.v
export SDC_FILE = /design/flow/constraint.sdc
export NUM_CORES = 4
export LEC_CHECK = 1
export CORE_AREA = 10 10 92 92
export DIE_AREA = 0 0 102 102
### flow/constraint.sdc
current_design seven_seg

set clk_period 5.6
set clk_io_pct 0.2

create_clock -name clk0 -period $clk_period [get_ports {clk}]

set non_clock_inputs [all_inputs -no_clocks]
set_input_delay [expr $clk_period * $clk_io_pct] -clock clk0 $non_clock_inputs
set_output_delay [expr $clk_period * $clk_io_pct] -clock clk0 [all_outputs]
### flow/design.v
module seven_seg (
    input wire clk,              
    input wire [6:0] score_in,   
    input wire [6:0] time_in,    
    output reg [6:0] seg,        
    output reg [3:0] an          
);
    wire [3:0] time_tens, time_units;
    wire [3:0] score_tens, score_units;
    assign time_tens = (time_in / 10) % 10;
    assign time_units = time_in % 10;
    assign score_tens = (score_in / 10) % 10;
    assign score_units = score_in % 10;
    reg [1:0] digit_select;
    always @(posedge clk) begin
        digit_select <= digit_select + 1;
    end
    reg [3:0] current_digit_val;
    always @(*) begin
        case (digit_select)
            2'b00: begin  
                an = 4'b1110; 
                current_digit_val = score_units;
            end
            2'b01: begin  
                an = 4'b1101; 
                current_digit_val = score_tens;
            end
            2'b10: begin  
                an = 4'b1011; 
                current_digit_val = time_units;
            end
            2'b11: begin  
                an = 4'b0111; 
                current_digit_val = time_tens;
            end
            default: begin
                an = 4'b1111;
                current_digit_val = 0;
            end
        endcase
    end
    always @(*) begin
        case (current_digit_val)
            4'h0: seg = 7'b1000000;  
            4'h1: seg = 7'b1111001;  
            4'h2: seg = 7'b0100100;  
            4'h3: seg = 7'b0110000;  
            4'h4: seg = 7'b0011001;  
            4'h5: seg = 7'b0010010;  
            4'h6: seg = 7'b0000010;  
            4'h7: seg = 7'b1111000;  
            4'h8: seg = 7'b0000000;  
            4'h9: seg = 7'b0010000;  
            default: seg = 7'b1111111;  
        endcase
    end
endmodule
### flow/run.sh
#!/bin/bash
# OpenROAD 26Q1-2900-gdf79404cd8, Yosys 0.63+post, stock flow scripts
make -C /OpenROAD-flow-scripts/flow DESIGN_CONFIG=/design/flow/config.mk WORK_HOME=/design/flow/orfs finish
==> reports/metrics.csv <==
stage,metric,value,unit
run_status,outcome,"complete, but fails checks",
run_status,violations,negative setup slack,
timing,period_used_share,106,%
timing,setup_viol,7,
drt,drt-wirelength-per-cell,14.6,um
placed_design,port_buffers,25,
flow_run,tool_warnings,38,
placed_design,dp_cells,438,
worst_setup_path,cp_num_cells,24,
grt,met2_usage,20.3,%
synth,avgSynthCellArea,7.58,sq um
die,die_h,102,um
grt,grt_pass1_vias,2391,
clock_network,numCtsBuffers,3,
timing,hold_viol_final,0,
synth,ys_seq_elements,2,
power_and_ir_drop,switching_share,40.5,%
grt,use_met3,0.954,%
power_and_ir_drop,clkPwrFrac,13.4,%
worst_setup_path,worst_ep_required_time,4.48,ns
power_and_ir_drop,power_switching,0.168,mW
final_layout,largest_reg_flops,2,
drt,drt_pass1_iterations,4,
power_and_ir_drop,p_seq_share,3.5,%
worst_setup_path,cpLargestDelayFamily,AND-OR/OR-AND gates,
grt,use_met1,18.1,%
worst_hold_path,holdCritPathClass,flop to flop,
drt,antenna_cells,0,
synth,ff_type,dfxtp_1,
final_layout,largest_register,digit_select,
power_and_ir_drop,combPwrFrac,83.2,%
timing,final.setup.tns,-1.52,ns
synth,yosys-top-cells-area,"ha_1, o21ai_0, a21oi_1",
drt,drt_iter0_drc,223,
clock_network,cts.clk_slew.worst_paths,0.03,ns
worst_setup_path,crit_path_max_incr_delay,0.34,ns
synth,ys_cells,243,
worst_setup_path,critPathLaunch,time_in[4],
die,num_io_pins,26,
timing,setup_slack,-0.349,ns
final_layout,drive_gt1_share,52.7,%
synth,synth_cell_type_count,73,
clock_network,clk_latency,0.21,ns
power_and_ir_drop,irDropWorstVdd,0.0705,mV
grt,grt-busiest-layer,met2,
synth,top_cell_area_share,10.9,%
worst_setup_path,crit_type,primary input to output pin,
timing,worst_pin_slew,0.746,ns
clock_network,postCtsHoldBufs,0,
worst_setup_path,cp_cell_sequence,buf_6 > nor3b_4 > nor2_4 > ha_4 > nor2b_4 > a311o_1 > nand2_1 > ha_2 > buf_6 > a311o_1 > o22ai_2 > nand4_1 > buf_4 > o21ai_4 > o21ai_2 > o22ai_2 > and2_4 > a211o_1 > buf_6 > ha_4 > inv_2 > o31a_1 > a22oi_1 > buf_2,
worst_setup_path,crit_buf_inv,6,
final_layout,reg_top3,digit_select x2,
worst_setup_path,worstSetupStartpointType,primary input,
power_and_ir_drop,total_leakage_power,1.46,nW
clock_network,h-tree-depth,1,
timing,rsz0062_at_grt,true,
worst_setup_path,arrival,4.83,ns
synth,syn_inst,243,
die,num_rows,29,
synth,synth_area_leader_cell,ha_1,
worst_setup_path,reg2reg_to,digit_select[1],
drt,wl,6.82,mm
clock_network,clk_path_buf_depth,2,
die,die_w,102,um
worst_setup_path,cp_max_fo,3,
timing,finalMaxSlewViolations,0,
die,die_area,10400,sq um
worst_setup_path,r2r_start,digit_select[0],
synth,postSynth.asyncResetShare,0,%
drt,vias,2562,
clock_network,cts.sinks,2,
clock_network,root_buffer,clkbuf_8,
final_layout,post-route-util,52.0,%
clock_network,cts_tree,yes,
worst_setup_path,cp-end-kind,output pin,
timing,fmax,168,MHz
grt,grt_first_pass_wirelength,11.1,mm
drt,via_per_inst,5.47,
die,initCoreUtil,28.5,%
timing,period_minus_slack,5.95,ns
final_layout,stdcell_count,468,
timing,hold_slack,0.668,ns
timing,clock_skew,0.00431,ns
worst_setup_path,reg2reg_depth,4,
final_layout,area_growth,82.3,%
die,fp.coreArea,6460,sq um
worst_setup_path,crit_end,seg[0],
worst_setup_path,reg2reg_setup_slack,4.55,ns
synth,yosys_area,1840,sq um
placed_design,hpwlAfterDp,4.91,mm
power_and_ir_drop,power.internal,0.247,mW
power_and_ir_drop,power.total,0.414,mW
power_and_ir_drop,powerDensity,123,nW/um^2
synth,edf_count,0,
worst_setup_path,slowest_stage,a311o_1,
drt,post-route-drc-count,0,
grt,overflow,0,
synth,synth_warnings,1,
placed_design,gpl.final_weighted_congestion,0.934,
grt,grt.total_usage,12.4,%
grt,antenna_found_initial,0,
synth,ys_seq_share,2.17,%
grt,grt_max_degree,11,
synth,netlist_area,1840,sq um
drt,postRouteAntennaNets,0,
timing,slew_headroom,49.0,%
worst_setup_path,cpMostUsedCell,buf_6,
flow_run,cap_violations,0,
## power groups by stage
stage         clock [mW]  sequential (mW)  combinational [mW]
global route      0.0587           0.0144               0.373
finish            0.0554           0.0144               0.345
CTS               0.0565           0.0144               0.309
## cells in the mapped netlist, types with 3 or more instances
cell,number
mux2i_1,7
ha_1,16
a211o_1,3
o21ai_1,5
nor4_1,5
a311o_1,3
nand3_1,7
a21oi_1,14
o21a_1,4
a211oi_1,5
o22ai_1,3
nor2b_1,3
o21ai_0,19
a21o_1,3
nor2_1,18
a31oi_1,4
mux2_2,6
mux2_4,3
o211ai_1,3
o21bai_1,3
nand2_1,18
nor3_1,9
inv_1,13
a22oi_1,4
nand4_1,4
buf_6,3
## metrics by stage
step / instance area, sq um / worst slack [ns]
floorplan: 1900 / 0.0470
global placement: 2940 / -0.947
detailed placement: 2940 / -1.04
CTS: 3220 / -0.194
global route: 3360 / -0.560
finish: 3360 / -0.349
## layer usage
layer / up-vias / share of wire, %
li1: 1271 / -
met1: 1214 / 50
met2: 70 / 46
met3: 7 / 4.0
met4: 0 / 0.72
met5: - / 0
## cells by family after synthesis
kind of cell    synth area share [%]
compound gates                  44.3
simple gates                    22.5
buf+inv                         5.84
mux                             13.9
fa+ha+maj                       10.9
flops                           2.17
xor+xnor                       0.476
## worst register-to-register path: stages, from the launching register on
cell     delay (ns)
dfxtp_1        0.32
buf_4          0.13
inv_1          0.05
buf_4          0.14
ha_1           0.28
## cell usage in the layout (no fill, tap or decap), types with 4 or more instances in the layout
| master | synthesis | final |
|---|---|---|
| a22oi_1 | 4 | 4 |
| nand2_1 | 18 | 17 |
| nand3_1 | 7 | 6 |
| clkdlybuf4s50_1 | 0 | 12 |
| buf_4 | 1 | 121 |
| mux2_2 | 6 | 5 |
| buf_6 | 3 | 10 |
| a211oi_1 | 5 | 4 |
| nor3_1 | 9 | 8 |
| mux2i_1 | 7 | 7 |
| mux2_4 | 3 | 4 |
| nor4_1 | 5 | 4 |
| nor2_1 | 18 | 15 |
| ha_4 | 0 | 5 |
| ha_1 | 16 | 10 |
| buf_2 | 2 | 9 |
| inv_1 | 13 | 10 |
| a21oi_1 | 14 | 14 |
| o21ai_0 | 19 | 17 |
| nand4_1 | 4 | 4 |
| o21a_1 | 4 | 4 |
## how the worst min path moves through the flow
stage,slack (ns),endpoint,from,cells after the start
after CTS,0.67,digit_select[0],digit_select[0],3
after global routing,0.70,digit_select[0],digit_select[0],3
final,0.67,digit_select[0],digit_select[0],3
## cell type report
| class | count | area, sq um |
|---|---|---|
| multi-input combinational | 220 | 1940 |
| tap | 77 | 96.3 |
| sequential | 2 | 40.0 |
| fill | 558 | 3100 |
| timing repair buffer | 152 | 1190 |
| clock buffer | 3 | 41.3 |
| inverter | 14 | 57.6 |
## timing repair
item,CTS,global route
endpoints found under the setup margin,7,7
pin swaps,27,22
gates resized,76,18
gates cloned,0,0
buffers inserted,22,5
Power and IR drop assume default switching activity.
